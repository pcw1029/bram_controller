**flow/config.mk**
```make
export PLATFORM = sky130hd
export DESIGN_NAME = bram_controller
export DESIGN_NICKNAME = bram_controller
export VERILOG_FILES = /design/flow/design.v
export SDC_FILE = /design/flow/constraint.sdc
export NUM_CORES = 4
export LEC_CHECK = 1
export CORE_AREA = 10 10 73 73
export DIE_AREA = 0 0 83 83
```
**flow/constraint.sdc**
```tcl
current_design bram_controller

set clk_period 1.5
set clk_io_pct 0.2

create_clock -name clk0 -period $clk_period [get_ports {system_clk}]

set non_clock_inputs [all_inputs -no_clocks]
set_input_delay [expr $clk_period * $clk_io_pct] -clock clk0 $non_clock_inputs
set_output_delay [expr $clk_period * $clk_io_pct] -clock clk0 [all_outputs]
```
**flow/design.v**
```verilog
`timescale 1ns / 1ps
`timescale 1 ns / 1 ps
module bram_controller #(
    parameter DATA_WIDTH = 32,
    parameter ADDR_WIDTH = 12
)(
    input                   system_clk,
    input                   reset,
    input                   run,
    input                   mode,
    input  [ADDR_WIDTH-1:0] addr,
    input  [DATA_WIDTH-1:0] write_data,
    output                  idle,
    output                  done,
    (* X_INTERFACE_INFO = "xilinx.com:interface:bram:1.0 BRAM_PORTA ADDR" *)
    output[ADDR_WIDTH-1:0]  bram_addr,
    (* X_INTERFACE_INFO = "xilinx.com:interface:bram:1.0 BRAM_PORTA CLK" *)
    output                  bram_clk,    
    (* X_INTERFACE_INFO = "xilinx.com:interface:bram:1.0 BRAM_PORTA DIN" *)
    output[DATA_WIDTH-1:0]  bram_wrdata,
    (* X_INTERFACE_INFO = "xilinx.com:interface:bram:1.0 BRAM_PORTA DOUT" *)
    input [DATA_WIDTH-1:0]  bram_rddata,
    (* X_INTERFACE_INFO = "xilinx.com:interface:bram:1.0 BRAM_PORTA EN" *)    
    output                  bram_en,
    (* X_INTERFACE_PARAMETER = "XIL_INTERFACENAME BRAM_PORTA, MASTER_TYPE BRAM_CTRL, MEM_SIZE 8192, MEM_WIDTH 32, MEM_ECC NONE, READ_LATENCY 1" *)
    (* X_INTERFACE_INFO = "xilinx.com:interface:bram:1.0 BRAM_PORTA RST" *)
    output                  bram_rst,
    (* X_INTERFACE_INFO = "xilinx.com:interface:bram:1.0 BRAM_PORTA WE" *)
    output [3:0]            bram_we,    
    output                  read_valid,
    output[DATA_WIDTH-1:0]  read_data
);
localparam S_IDLE       = 3'd0;
localparam S_WRITE      = 3'd1;
localparam S_READ       = 3'd2;
localparam S_DONE       = 3'd3;
localparam S_UNKOWN     = 3'd4;
localparam READ_MODE    = 1'b0;
localparam WRITE_MODE   = 1'b1;
reg [2:0]   current_state;  
reg [2:0]   next_state;  
wire        write_flag;
wire        read_flag;
wire        is_write_done;
wire        is_read_done;
wire        is_done;
always @(posedge system_clk or negedge reset) begin
    if(!reset) begin
        current_state <= S_IDLE;
    end else begin
        current_state <= next_state;
    end
end
always @(*)
begin
    next_state = current_state;  
    case(current_state)
        S_IDLE :
            if(run) begin                
                if(mode == 1'b1) begin
                    next_state = S_WRITE;
                end else if(mode == 1'b0) begin
                    next_state = S_READ;
                end else begin
                    next_state = S_IDLE;
                end   
            end
        S_WRITE : 
            if(is_write_done) begin
                next_state = S_DONE;
            end
        S_READ  : 
            if(is_read_done) begin
                next_state = S_DONE;
            end
        S_DONE  :
            if(is_done) begin
                next_state = S_IDLE;
            end
    endcase
end 
assign idle         = (current_state == S_IDLE);
assign write_flag   = (current_state == S_WRITE);
assign read_flag    = (current_state == S_READ);
assign done         = (current_state == S_DONE);
reg [1:0] num_cnt; 
assign is_write_done    = write_flag && (num_cnt == 2'd0);
assign is_read_done     = read_flag  && (num_cnt == 2'd0);
assign is_done          = done && (num_cnt == 2'd0);
always @(posedge system_clk or negedge reset) begin
    if(!reset) begin
        num_cnt <= 0;  
    end else if (is_write_done || is_read_done || is_done) begin
        num_cnt <= 0;  
    end else if (write_flag || read_flag || done) begin
        num_cnt <= num_cnt + 1;
    end 
end
assign bram_addr    = addr;
assign bram_clk     = system_clk;
assign bram_wrdata  = write_data;
assign bram_en      = write_flag || read_flag || done;
assign bram_rst     = ~reset;
assign bram_we      = (current_state == S_WRITE) ? 4'hF:4'h0;
reg                     r_valid;
always @(posedge system_clk or negedge reset) begin
    if(!reset) begin
        r_valid <= 0;  
    end else begin
        r_valid <= done;  
    end 
end
assign read_valid = r_valid;
assign read_data = bram_rddata;   
endmodule
```
**flow/run.sh**
```bash
#!/bin/bash
# OpenROAD 26Q1-2900-gdf79404cd8, Yosys 0.63+post, stock flow scripts
make -C /OpenROAD-flow-scripts/flow DESIGN_CONFIG=/design/flow/config.mk WORK_HOME=/design/flow/orfs finish
```
==> run_results.csv <==
group,metric,value,unit
logic_synthesis,yosysTopAreaCell,"buf_4",
logic_synthesis,synthDistinctLibCells,13,
logic_synthesis,yosys_warnings,1,
drt,vias_per_cell,3.78,
flow_run,log.warning_count,28,
placement,placed_cell_area,515,um^2
worst_setup_path,crit_chain,"or3_4 > buf_6",
cells_and_area,final_cell_mix,"6 x inv_1, 6 x clkbuf_8, 6 x dfrtp_1",
floorplan,dieArea,6890,um^2
global_routing,grt_use_total,4.24,%
final_timing,tightestPinTransition,189,ps
status,outcome,"complete, no violations",
global_routing,grt_max_degree,8,
worst_setup_path,cp.required,1200,ps
worst_setup_path,cpPeakStageDelay,390,ps
flow_run,max_cap_violations,0,
placement,place.gp.congestion,0.766,
drt,drc,0,
worst_setup_path,r2r-start,"current_state[1]$_DFF_PN0_",
global_routing,grt_overflow,0,
floorplan,core_area,3740,um^2
logic_synthesis,ys_cells,107,
clocking,insertion_delay,320,ps
worst_setup_path,end_kind,"output pin",
worst_setup_path,startpoint_type,"flop",
cells_and_area,mi_logic_area,96.3,um^2
floorplan,io_pins,166,
final_timing,final.setup.tns,0,ps
final_timing,finalHoldViolCount,0,
global_routing,grt_pass1_wl,2300,um
drt,antenna_cells,0,
clocking,ctsHoldBuffers,0,
global_routing,grt_antenna_before_repair,0,
cells_and_area,seq_area,176,um^2
logic_synthesis,syn_inst,107,
drt,postRouteAntennaNets,0,
drt,wl_per_cell,15.3,um
cells_and_area,postLayoutCoreUtil,17.1,%
placement,dpl.hpwl,1210,um
logic_synthesis,syn_area_per_cell,8.44,um^2
worst_setup_path,cp.arrival,1200,ps
final_timing,skew,0.963,ps
cells_and_area,n_fill_cell,408,
worst_setup_path,rrSetupSlack,60,ps
cells_and_area,drive_gt1_share,34.0,%
drt,via_count,382,
cells_and_area,area_growth,-29.2,%
global_routing,grt_pass1_vias,424,
final_timing,drv_slew,0,
final_timing,fin_ws,3.90,ps
floorplan,fp-utilization,24.1,%
floorplan,fp.dieW,83,um
drt,drt-initial-drc-count,13,
placement,port_buffers,13,
logic_synthesis,yosys_area,903,um^2
worst_setup_path,worst_path_max_delay_cell,"or3_4",
floorplan,num_rows,22,
min_path,hp-class,"input pin to async pin",
worst_setup_path,path_class,"flop to output pin",
logic_synthesis,synthTopCellsByArea,"buf_4 67%, dfrtp_1 17%, mux2_4 3.3%",
clocking,cts.clk_slew.worst_paths,40,ps
power_and_ir_drop,powerDensity,1280,nW/um^2
final_timing,finalSetupViolCount,0,
worst_setup_path,worstReg2RegEnd,"num_cnt[0]$_DFFE_PN0P_",
clocking,cts_tree,"done",
final_timing,fmax,0.668,GHz
drt,drt-total-wl,1540,um
power_and_ir_drop,peakVddDrop,0.398,mV
logic_synthesis,yosysTopAreaCellShare,67.3,%
cells_and_area,fin_area,639,um^2
final_timing,min_period,1500,ps
logic_synthesis,synth.yosys.seq_area_share,19.5,%
final_timing,rsz0062_at_grt,"yes",
logic_synthesis,synth-seq-cells,7,
worst_setup_path,path_max_fanout,2,
drt,drtPass1Iterations,2,
final_timing,fin_crit_sh,99.7,%
final_timing,max_slew_margin,87.4,%
power_and_ir_drop,leakage,0.355,nW
placement,dp_slack,-43.9,ps
worst_setup_path,r2r_cells,4,
floorplan,die_h,83,um
logic_synthesis,post_synth_instance_area,903,um^2
==> stage by stage <==
step,hold slack [ps],power (mW),cells
6_report,33.1,0.820,101
3_3_place_gp,483,0.359,91
4_1_cts,30.2,0.845,101
5_1_grt,44.9,0.886,101
2_1_floorplan,4.41,0.397,107
3_5_place_dp,486,0.359,91
==> repair_timing <==
action | in CTS | in global routing
resized | 9 | 6
buffers inserted | 3 | 0
pin swaps | 1 | 1
endpoints found under the setup margin | 9 | 5
==> critical path: cells and delay by family, from the launching register on <==
family	cells	cell delay, ps
simple gates	1	390
flops	1	370
buf+inv	1	120
==> worst max-delay path by stage <==
stage	startpoint	end	slack, ps	cells after the start
finish	current_state[1]$_DFF_PN0_	bram_en	4	2
CTS	current_state[2]$_DFF_PN0_	bram_we[0]	-60	2
global route	current_state[1]$_DFF_PN0_	bram_en	-50	2
==> cell usage after synthesis, drive strengths merged <==
cell type / n
nor2: 2
nand2: 2
nand3: 1
dfrtp: 6
mux2: 2
o21ai: 2
ha: 1
inv: 6
buf: 81
o22ai: 1
dfstp: 1
or3: 1
a31oi: 1
==> layout make-up <==
cell class / instances / share of cell area, %
Multi-Input combinational cell: 13 / 15.1
Clock buffer: 8 / 15.1
Tap cell: 48 / 9.39
Inverter: 6 / 3.52
Timing Repair Buffer: 19 / 29.4
Sequential cell: 7 / 27.6
==> power by group <==
part | switching, mW | internal [mW]
Combinational | 0.0341 | 0.0781
Sequential | 0.00621 | 0.206
Clock | 0.111 | 0.384
Total | 0.152 | 0.669
==> flip-flops by register name, summed over array words and instances, names as in the netlist <==
register / flops
num_cnt: 2
current_state: 4
r_valid: 1
==> cell families after synthesis <==
logic type | synth area share (%)
flops | 19.5
simple gates | 3.46
buf+inv | 69.8
mux | 3.32
compound gates | 2.49
fa+ha+maj | 1.38
==> metal layers <==
layer	up-vias	part of all wire [%]	global-route usage [%]
met3	34	28	6.00
met1	145	26	2.73
li1	138	-	-
met5	-	0	0
met4	0	14	6.46
met2	65	33	4.19
Power is estimated from default activity; no workload was simulated.
